`/design/flow/constraint.sdc`:
```
current_design Joystick

set clk_period 1.4
set clk_io_pct 0.2

create_clock -name clk0 -period $clk_period [get_ports {clk}]

set non_clock_inputs [all_inputs -no_clocks]
set_input_delay [expr $clk_period * $clk_io_pct] -clock clk0 $non_clock_inputs
set_output_delay [expr $clk_period * $clk_io_pct] -clock clk0 [all_outputs]
```
`/design/flow/run.sh`:
```
#!/bin/bash
# OpenROAD 26Q1-2900-gdf79404cd8, Yosys 0.63+post, stock flow scripts
make -C /OpenROAD-flow-scripts/flow DESIGN_CONFIG=/design/flow/config.mk WORK_HOME=/design/flow/orfs finish
```
`/design/flow/design.v`:
```
module Debounce(
	input i_in,
	input i_clk,
	input i_rst,
	output o_debounced,
	output o_neg,
	output o_pos
);
	parameter CNT_N = 15;
	localparam CNT_BIT = $clog2(CNT_N+1);
	logic o_debounced_r, o_debounced_w;
	logic [CNT_BIT-1:0] counter_r, counter_w;
	logic neg_r, neg_w, pos_r, pos_w;
	assign o_debounced = o_debounced_r;
	assign o_pos = pos_r;
	assign o_neg = neg_r;
	always_comb begin
		if (i_in != o_debounced_r) begin
			counter_w = counter_r - 1;
		end else begin
			counter_w = CNT_N;
		end
		if (counter_r == 0) begin
			o_debounced_w = ~o_debounced_r;
		end else begin
			o_debounced_w = o_debounced_r;
		end
		pos_w = ~o_debounced_r &  o_debounced_w;
		neg_w =  o_debounced_r & ~o_debounced_w;
	end
	always_ff @(posedge i_clk or negedge i_rst) begin
		if (!i_rst) begin
			o_debounced_r <= '1;
			counter_r <= '1;
			neg_r <= '0;
			pos_r <= '0;
		end else begin
			o_debounced_r <= o_debounced_w;
			counter_r <= counter_w;
			neg_r <= neg_w;
			pos_r <= pos_w;
		end
	end
endmodule
module Joystick (
	input clk, 
	input rst_n,
	input i_up,
	input i_down,
	input i_left,
	input i_right,
	input i_fire, 
	output o_up,
	output o_down,
	output o_left,
	output o_right,
	output o_fire,
	output o_start,
	output [4:0] o_led
);
wire fire_debounced, fire_neg;
assign o_led = {fire_debounced, o_left, o_up, o_down, o_right};
assign o_fire = ~fire_neg;
assign o_start = fire_debounced;
Debounce up   (.i_in(i_up)   , .i_clk(clk), .i_rst(rst_n), .o_debounced(o_up   ));
Debounce down (.i_in(i_down) , .i_clk(clk), .i_rst(rst_n), .o_debounced(o_down ));
Debounce left (.i_in(i_left) , .i_clk(clk), .i_rst(rst_n), .o_debounced(o_left ));
Debounce right(.i_in(i_right), .i_clk(clk), .i_rst(rst_n), .o_debounced(o_right));
Debounce fire (.i_in(i_fire) , .i_clk(clk), .i_rst(rst_n), .o_debounced(fire_debounced ), .o_neg(fire_neg));
endmodule  
```
`/design/flow/config.mk`:
```
export PLATFORM = sky130hd
export DESIGN_NAME = Joystick
export DESIGN_NICKNAME = Joystick
export VERILOG_FILES = /design/flow/design.v
export SDC_FILE = /design/flow/constraint.sdc
export NUM_CORES = 4
export LEC_CHECK = 1
export CORE_AREA = 10 10 90 90
export DIE_AREA = 0 0 100 100
```
==> results_dict.tcl <==
# implementation run metrics
set metrics [dict create \
    run_status "complete, no violations" \
    dr.first_iter.drc_count 10 \
    track_usage_pct 4.09 \
    cp-start-kind "register" \
    mostFrequentLayoutCells "dfstp_2, nand2_1, inv_1" \
    grt_pass1_wl_um 3480 \
    cpMaxStageDelayCell "dfstp_2" \
    netlist_area_mm2 0.00120 \
    ys_warn_count 1 \
    h-tree-depth 1 \
    ir_worst_vdd_v 0.000316 \
    routedWlPerCell_um 9.16 \
    critPathCaptureType "output port" \
    die-area_mm2 0.0100 \
    lay_top_count "dfstp_2" \
    crit_family "flip-flops" \
    io_buffer_count 17 \
    mux_area_share_pct 0 \
    finish.utilization_pct 25.1 \
    period_used_pct 96.3 \
    hpwl_um 1340 \
    worstPathArrival_ns 1.07 \
    period_needed_ns 1.35 \
    cts_hold_buf 0 \
    routed_via_density 3.63 \
    drv_slew 0 \
    crit_fanout 3 \
    critPathKind "register to output port" \
    rsz0062_at_grt "no" \
    syn_avg_cell_area_um2 11.9 \
    max_stage_delay_ns 0.54 \
    clkSlewWorstSetupHoldPaths_ns 0.09 \
    yosysCellCount 101 \
    log.warning_count 29 \
    routed_wl_um 1860 \
    top_logic_kind "simple AND/OR/NAND/NOR gates" \
    yosys.area_share.simple_pct 13.0 \
    crit_buf_inv 2 \
    clock_latency_ns 0.27 \
    power_mw 1.58 \
    slew_headroom_pct 77.4 \
    clockBufferDepth 2 \
    grt_pass1_vias 763 \
    required_ns 1.12 \
    fa_ha_area_share_pct 10.4 \
    netlist_instances 101 \
    gp_congestion 0.719 \
    drive_gt1_share_pct 30.2 \
    finClkSkew_ns 0.00834 \
    power_density_mw_per_mm2 1000 \
    clock_sinks 26 \
    grt_overflow 0 \
    antenna_left 0 \
    ys_sh_xor_pct 10.2 \
    syn_to_final_growth_pct 31.2 \
    die_y_um 100 \
    dr.pass1.iters 2 \
    worstMarginPinSlew_ns 0.338 \
    clockRootBuffer "clkbuf_8" \
    placementRows 29 \
    ys_seq_share_pct 56.7 \
    dieWidth_um 100 \
    antenna_cells 0 \
    grt_start_max_net_pins 27 \
    io_pins 18 \
    route.detailed.drc 0 \
    ys_ff 26 \
    vias 736 \
    yosys-stat-area_mm2 0.00120 \
    core_mm2 0.00628 \
    whs_ns 0.357 \
    synth.distinct_cells 12 \
    timing.fmax_mhz 742 \
    fill_cells 656 \
    yosys.area_share.aoi_pct 3.12 \
    cts_inserted_buffers 3 \
    cts_tree "done" \
    fp_util_pct 19.2 \
    min_path_type "input port to async pin" \
    final_hold_viol_count 0 \
    tns_ns 0 \
    setup_viol 0 \
    antenna_found_initial 0 \
    cap_viol_max_count 0 \
    leakage_nw 0.752 \
    crit_chain "buf_6 > clkdlybuf4s15_1" \
]
==> area by class of cell <==
type                    count  area [µm²]  share of cell area (%)
multi-input cells          59         442                    28.0
repair buffers             26         245                    15.5
well taps                  77        96.3                    6.11
flip-flops and latches     26         682                    43.2
inverters                  11        41.3                    2.62
clock buffers               3        41.3                    2.62
clock inverters             1        30.0                    1.90
==> per-layer routing <==
layer / GRT usage (%) / wire, µm
met4: 0.761 / 16
met5: 0 / 0
met3: 1.80 / 164
met1: 5.42 / 880
met2: 6.12 / 799
==> synth_stat cells, drive strengths merged <==
library cell	count	area, µm²
dfstp	25	657
nand2	15	56.3
inv	11	41.3
ha	10	125
xor2	9	78.8
buf	5	37.5
nand3	5	25.0
nor3b	5	37.5
o31ai	5	37.5
or4	5	37.5
xnor2	5	43.8
dfrtp	1	25.0
==> report_power, final <==
part | leakage (nW) | internal (mW) | switching [mW]
clock network | 0.0357 | 0.382 | 0.233
registers | 0.276 | 0.816 | 0.0301
logic | 0.440 | 0.0582 | 0.0627
total | 0.752 | 1.26 | 0.325
==> state kept, by name, indices dropped and copies added, names as in the netlist <==
signal,cells
right.counter_r,4
down.o_debounced_r,1
left.counter_r,4
fire.counter_r,4
fire.o_debounced_r,1
right.o_debounced_r,1
left.o_debounced_r,1
up.counter_r,4
up.o_debounced_r,1
fire.neg_r,1
down.counter_r,4
==> what timing repair did <==
| action | in CTS | in global routing |
|---|---|---|
| buffers inserted | 11 | 0 |
| resized | 16 | 1 |
| pin swaps | 0 | 0 |
| setup endpoints to repair | 11 | 4 |
==> worst paths after layout <==
| kind | start | end | slack [ns] | cells after the start |
|---|---|---|---|---|
| worst max-delay path | fire.o_debounced_r$_DFF_PN1_ | o_led[4] | 0.05 | 2 |
| min in group clk0 | up.counter_r[0]$_DFF_PN1_ | up.counter_r[0]$_DFF_PN1_ | 0.47 | 1 |
| worst min register to register | up.counter_r[0]$_DFF_PN1_ | up.counter_r[0]$_DFF_PN1_ | 0.47 | 1 |
| worst max register to register | fire.counter_r[0]$_DFF_PN1_ | fire.o_debounced_r$_DFF_PN1_ | 0.11 | 4 |
| worst min-delay path | rst_n | fire.neg_r$_DFF_PN0_ | 0.36 | 2 |
| max in group asynchronous | rst_n | left.counter_r[0]$_DFF_PN1_ | 0.81 | 2 |
==> per-stage QoR <==
step	cell area [µm²]	std cells	setup slack, ns
floorplan	1200	101	0.169
global placement	1450	191	0.0785
detailed placement	1450	191	0.0790
CTS	1600	206	0.00673
global route	1580	203	0.000145
finish	1580	203	0.0515
==> cells by family (layout without fill, tap and decap cells) <==
family	Yosys count	after routing
XOR/XNOR	14	14
flip-flops	26	26
buffers and inverters	16	41
AND-OR/OR-AND	5	5
AND/OR/NAND/NOR	30	30
adder cells (fa/ha/maj)	10	10
Power figures rest on the tool's default switching activity, not on a simulated workload.
