File: /design/flow/design.v
module SevenHexDecoder(
  input [5:0] i_data,  
  output logic [6:0] o_seven_ten,
  output logic [6:0] o_seven_one
);
  parameter D0 = 7'b1000000;
  parameter D1 = 7'b1111001;
  parameter D2 = 7'b0100100;
  parameter D3 = 7'b0110000;
  parameter D4 = 7'b0011001;
  parameter D5 = 7'b0010010;
  parameter D6 = 7'b0000010;
  parameter D7 = 7'b1011000;
  parameter D8 = 7'b0000000;
  parameter D9 = 7'b0010000;
  parameter DN = 7'b1111111;
  logic [3:0] one;
  logic [5:0] ten;
  assign one = i_data % 4'd10;
  assign ten = i_data - one;
always_comb begin
	case (one)
		4'd0 : o_seven_one = D0;
		4'd1 : o_seven_one = D1;
		4'd2 : o_seven_one = D2;
		4'd3 : o_seven_one = D3;
		4'd4 : o_seven_one = D4;
		4'd5 : o_seven_one = D5;
		4'd6 : o_seven_one = D6;
		4'd7 : o_seven_one = D7;
		4'd8 : o_seven_one = D8;
		4'd9 : o_seven_one = D9;
		default : o_seven_one = DN;
	endcase
	case (ten)
		6'd00 : o_seven_ten = D0;
		6'd10 : o_seven_ten = D1;
		6'd20 : o_seven_ten = D2;
		6'd30 : o_seven_ten = D3;
		6'd40 : o_seven_ten = D4;
		6'd50 : o_seven_ten = D5;
		6'd60 : o_seven_ten = D6;
		default : o_seven_ten = DN;
	endcase
end
endmodule
File: /design/flow/run.sh
#!/bin/bash
# OpenROAD 26Q1-2900-gdf79404cd8, Yosys 0.63+post, stock flow scripts
make -C /OpenROAD-flow-scripts/flow DESIGN_CONFIG=/design/flow/config.mk WORK_HOME=/design/flow/orfs finish
File: /design/flow/config.mk
export PLATFORM = sky130hd
export DESIGN_NAME = SevenHexDecoder
export DESIGN_NICKNAME = SevenHexDecoder
export VERILOG_FILES = /design/flow/design.v
export SDC_FILE = /design/flow/constraint.sdc
export NUM_CORES = 4
export LEC_CHECK = 1
export CORE_AREA = 10 10 70 70
export DIE_AREA = 0 0 80 80
File: /design/flow/constraint.sdc
current_design SevenHexDecoder

set clk_period 6.8
set clk_io_pct 0.2

create_clock -name clk0 -period $clk_period

set non_clock_inputs [all_inputs -no_clocks]
set_input_delay [expr $clk_period * $clk_io_pct] -clock clk0 $non_clock_inputs
set_output_delay [expr $clk_period * $clk_io_pct] -clock clk0 [all_outputs]
==> changes_impl.md <==
## Flow update

* Top cells excl fill/tap: buf_4, nor2_1, nand2_1, clkdlybuf4s50_1, nand3_1
* Post-synthesis area per instance at ~6.4 um^2
* Max_slew headroom at around 74%
* Type of the worst setup path: in2out
* Total grt overflow at 0
* DRC violation count after routing at 0
* Gate power share at roughly 100%
* Worst IR Drop VDD at 117 uV
* Via Count at about 1700
* CTS Hold Bufs at 0
* Cell Rows at 21
* Lkg Pwr at about 0.9 nW
* Initial DRC Count at ~120
* CP endpoint kind: output pin
* Tally of OpenROAD warnings at 36
* Final hold vios at 0
* Sequential cell count at 0
* DR top layer: met4
* Count of pins over their slew limit at 0
* Placed Area at around 1900 um^2
* Core region area at 3420 um^2
* Least-Margin Pin Slew at about 0.38 ns
* Die Size at 6400 um^2
* Drt pass-1 iters at 4
* Crit path time final at 6.60 ns
* # Cells Yosys at 201
* Worst Path Required at ~5.4 ns
* Clock power share at 0%
* Post-Route Setup TNS at 0 ns
* Worst Slack Setup Final at between 0.2 and 0.25 ns
* Post-detailed-route wirelength per cell at ~14 um
* Die Y at 80 um
* Slowest stage cell, crit path: clkdlybuf4s50_1
* Cell area after synthesis at ~1300 um^2
* Dominant logic cell type in the layout: buf_4
* Switching share of power at 45.9%
* Worst Path Max Fanout at 7
* P&R area growth vs syn at 58.1%
* IO Count at 20
* Total GRT Usage at 13.3%
* Design area at 2030 um^2
* Final setup viols at 0
* Largest net degree at the start of global routing at 16
* Sw Pwr at roughly 0.18 mW
* Worst path max stage delay at around 0.60 ns
* Share of layout cells above drive strength 1 at around a third
* Detailed Route WL at 4.36 mm
* Post-synthesis chip area from yosys at about 1300 um^2
* Worst Path Arrival at between 5 and 6 ns
* Core Util at FP at 37.5%
* Dpl hpwl at ~3.5 mm
* Post-synthesis cell type count at approximately 56
* Routed wl met3 at 273 um
* P per Cell Area at ~190 nW/um^2
* Ant diodes at 0
* Sequential power share at 0%
* Chip width at 80 um
* Status: finished clean
* DR WL met2 at 2.05 mm
* Cells after Synth at between 200 and 250
* HP Class: in2out
* Crit path cell chain: clkdlybuf4s50_1 -> buf_4 -> mux2_1 -> o31ai_1 -> o21a_1 -> o21ai_2 -> nor2b_4 -> xnor2_2 -> inv_2 -> ha_4 -> or4_1 -> nand2_1 -> a221oi_1 -> and2_1 -> or3_4 -> nand4_1 -> clkdlybuf4s50_1
* Kind of start point of the critical path: input pin
* Clock buffers at 0
* Dpl ws at -0.314 ns
* Initial antenna violation count at 0
* RD Place Congestion at approximately 0.92
* MaxCap Viol Count at 0
* Max Clock Freq at 152 MHz
* Inst Count DP at 305
* Vias in the first global route at 1627
* DRT antenna net count at 0
* Cycle use final at a little over nine tenths
* Met1 WL at between 2 and 2.5 mm
* First-pass GRT wire length at ~7.3 mm
* Most used cell, CP: clkdlybuf4s50_1
* Fin cells at about 310
* Synth Warn # at 1
* PortBufs at 20
* Register area at 0 um^2
* Post-synthesis sequential area ratio at 0%
* P_int at roughly 0.21 mW
* Routed vias/inst at around 5.6
[metrics by stage]
stage | total power [mW] | util, % | hold WS [ns]
global placement | 0.361 | 54.5 | 3.91
floorplan | 0.190 | - | 2.85
global route | 0.437 | 59.3 | 3.65
detailed placement | 0.361 | 54.5 | 3.91
CTS | 0.373 | 56.2 | 3.92
finish | 0.395 | 59.3 | 3.59
[cells by family (layout without fill, tap and decap cells)]
group	after synthesis	after routing	share of synthesized area, %
simple gates	93	93	36.7
compound gates	67	67	40.0
buf+inv	25	87	9.37
fa+ha+maj	9	9	8.79
xor+xnor	5	5	3.42
mux	2	2	1.66
[cell usage after synthesis (5+ instances only)]
cell / n / share of area [%]
o21ai_0: 9 / 3.5
o211ai_1: 5 / 2.9
nand4_1: 7 / 3.4
nor2_1: 22 / 6.4
nor3_1: 6 / 2.3
nand2_1: 16 / 4.7
inv_1: 8 / 2.3
ha_1: 9 / 8.8
and2_1: 5 / 2.4
nor2b_1: 9 / 4.4
nand3_1: 13 / 5.1
a21oi_1: 8 / 3.1
clkbuf_1: 6 / 1.8
[worst paths after layout]
kind	endpoint	slack, ns	cells past startpoint	start
max	o_seven_ten[4]	0.20	17	i_data[2]
min	o_seven_ten[1]	3.59	8	i_data[4]
[repair_timing]
item	in CTS	in global routing
pin swaps	11	4
gates cloned	0	0
gates resized	9	21
hold endpoints to repair	0	0
endpoints found under the setup margin	7	7
buffers inserted	2	2
[area by class of cell]
cell class / count / area (um^2)
Tap cell: 46 / 57.6
Inverter: 11 / 41.3
Fill cell: 304 / 1390
Multi-Input combinational cell: 176 / 1280
Timing Repair Buffer: 76 / 644
[power by group through the flow]
stage / sequential (mW) / combinational, mW / clock (mW)
after CTS: 0 / 0.373 / 0
after global routing: 0 / 0.437 / 0
final: 0 / 0.395 / 0
[layer usage]
metal,vias to the layer above,track usage (%)
li1,891,-
met1,802,17.6
met2,48,23.4
met3,2,1.59
met4,0,0.352
met5,-,0
[worst max-delay path: cells and delay by family]
kind / cells / cell delay [ns]
and+or+nand+nor: 6 / 1.36
muxes: 1 / 0.31
AOI/OAI and AO/OA: 4 / 0.43
xor gates and xnor gates: 1 / 0.18
buffers and inverters: 4 / 1.32
adders and majority gates: 1 / 0.27
Power figures rest on the tool's default switching activity, not on a simulated workload.
