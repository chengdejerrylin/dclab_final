[flow/run.sh]
#!/bin/bash
# OpenROAD 26Q1-2900-gdf79404cd8, Yosys 0.63+post, stock flow scripts
make -C /OpenROAD-flow-scripts/flow DESIGN_CONFIG=/design/flow/config.mk WORK_HOME=/design/flow/orfs finish
[flow/config.mk]
export PLATFORM = sky130hd
export DESIGN_NAME = timer
export DESIGN_NICKNAME = timer
export VERILOG_FILES = /design/flow/design.v
export SDC_FILE = /design/flow/constraint.sdc
export NUM_CORES = 4
export LEC_CHECK = 1
export CORE_UTILIZATION = 40
[flow/constraint.sdc]
current_design timer

set clk_period 5.1
set clk_io_pct 0.2

create_clock -name clk0 -period $clk_period [get_ports {clk}]

set non_clock_inputs [all_inputs -no_clocks]
set_input_delay [expr $clk_period * $clk_io_pct] -clock clk0 $non_clock_inputs
set_output_delay [expr $clk_period * $clk_io_pct] -clock clk0 [all_outputs]
[flow/design.v]
module timer(
	input clk,
	input rst_n,
	input [1:0] i_top_state,
	input i_VGA_buzy,
	output logic [2:0] o_min_ten,
	output logic [3:0] o_min_one,
	output logic [2:0] o_sec_ten,
	output logic [3:0] o_sec_one
);
logic [2:0] n_o_min_ten, n_o_sec_ten;
logic [3:0] n_o_min_one, n_o_sec_one;
logic [2:0] min_ten, sec_ten, n_min_ten, n_sec_ten;
logic [3:0] min_one, sec_one, n_min_one, n_sec_one;
logic [24:0] clk_counter, n_clk_counter;
always_comb begin
	if(i_top_state == 2'b01) begin
		n_min_ten = min_ten;
		n_min_one = min_one;
		n_sec_ten = sec_ten;
		n_sec_one = sec_one;
		n_clk_counter = clk_counter + 25'd1;
		if(clk_counter == 25'd24_999_999) begin
			n_clk_counter = 25'd0;
			if(sec_one == 4'd9) begin
				n_sec_one = 4'd0;
				if(sec_ten == 3'd5) begin
					n_sec_ten = 3'd0;
					if(min_one == 4'd9) begin
						n_min_one = 4'd0;
						n_min_ten = (min_ten == 3'd5) ? 3'd0 : min_ten + 3'd1;
					end else n_min_one = min_one + 4'd1;
				end else n_sec_ten = sec_ten + 3'd1;
			end else n_sec_one = sec_one + 4'd1;
		end
	end else begin
		n_min_ten = 4'd0;
		n_min_one = 4'd0;
		n_sec_ten = 4'd0;
		n_sec_one = 4'd0;
		n_clk_counter = 25'd0;
	end
end
always_comb begin
	if(i_VGA_buzy) begin
		n_o_min_ten = o_min_ten;
		n_o_min_one = o_min_one;
		n_o_sec_ten = o_sec_ten;
		n_o_sec_one = o_sec_one;
	end else begin
		n_o_min_ten = min_ten;
		n_o_min_one = min_one;
		n_o_sec_ten = sec_ten;
		n_o_sec_one = sec_one;
	end
end
always_ff @(posedge clk or negedge rst_n) begin
	if(~rst_n) begin
		o_min_ten <= 3'd0;
		o_min_one <= 4'd0;
		o_sec_ten <= 3'd0;
		o_sec_one <= 4'd0;
		min_ten <= 3'd0;
		min_one <= 4'd0;
		sec_ten <= 3'd0;
		sec_one <= 4'd0;
		clk_counter <= 25'd0;
	end else begin
		o_min_ten <= n_o_min_ten;
		o_min_one <= n_o_min_one;
		o_sec_ten <= n_o_sec_ten;
		o_sec_one <= n_o_sec_one;
		min_ten <= n_min_ten;
		min_one <= n_min_one;
		sec_ten <= n_sec_ten;
		sec_one <= n_sec_one;
		clk_counter <= n_clk_counter;
	end
end
endmodule
==> notes.md <==
yosys + openroad results -> outcome=completed, Log Warnings=27, Initial DRC Count=134, reg2reg end=min_one[3]$_DFFE_PN0P_, R2R Path Start=clk_counter[0]$_DFF_PN0_, unrepaired setup endpoints after global routing=no, initial antenna violation count=0, Avg Vias per Cell=5.719, Fin. Hold Viols=0, DR vias=roughly 2000, core box area=roughly 6500 um2, Vert. Die Dim=84.31 um, Ports=19, clock latency (worst-skew pair)=0.31 ns, Final setup viols=0, Peak VDD IR=0.2499 mV, Post-synth EDFFs=0, critical path launch point=clk_counter[0]$_DFF_PN0_, critical path's largest stage delay=0.66 ns, Top cell area share=0.4894, vias in the first global route=1826, Placement Rows=29, CP Capture Type=register, port bufs=18, Placed Instances=344, GRT Total Usage=0.1544, DP Wirelength=3129 um, pin count of the biggest net entering global routing=54, Commonest flop=dfrtp_1, Post CTS Setup Buffer Count=0, Clock Tree Buf Depth=2, cts bufs inserted=5, cts hold-fix bufs=0, final std cells w/o fill=around 350, GP Congestion=0.8163, clk slew on worst S/H paths=0.10 ns, Final TNS setup=0 ns, Worst path slowest cell=or4_1, Hold Slack=0.4524 ns, Tcrit/Tclk final=0.4555, cells after synthesis=around 260, Final Power=0.7444 mW, largest fanout on the critical path=14, crit path DAT=between 2 and 3 ns, FF-to-FF path depth=5, Final Cell Area=3035 um2, Residual DRC=0, CTS tree=done, worst setup path class=register to register, setup slack at placement=2.628 ns, synthesized flop and latch total=53, CTS H-tree lvls=2, Rel. slew slack=0.5572, Area Overhead vs Synth=12.00%, pwr dens=between 200 and 250 nW/um2, Post-synth ARST share=1.000, Mapped Avg Cell Area=10.27 um2, Post-CTS Resized=0, Yosys top cell by area=dfrtp_1, first-pass GRT wire length=approximately 9000 um, Clock Skews=around 0.014 ns, Area after DPL=2915 um2, Slew @ Worst Pin=0.6641 ns, Cell Type Count=40, CP endpoint=min_one[3]$_DFFE_PN0P_, Root Driver=clkbuf_8, Final ANT Viol Nets=0, Worst Setup Start Kind=register, yosys cell count=264, fin. max-slew vios=0, Die Span X=84.31 um, max-cap violation count=0, Ys Warns=1, fmax=430.5 MHz, reg2reg setup slack=2.78 ns, Layout Utilization=0.4700, final wirelength=5005 um, drt wl/cell=~14 um, worst-path cell chain=ha_1 > nand3_1 > nand4b_1 > or4_1 > a21oi_1, Post-Syn Area=2710 um2, setup ws final=2.777 ns, Die Size=about 7000 um2, Final Critical Period=between 2 and 2.5 ns, ant diodes=0, Post-synth seq share=0.4894, FP Core Util=0.4196, leakage=1.222 nW, Chip Area, Yosys=~2700 um2, Worst EP required=approximately 5.3 ns, # clock sinks=53, proportion of layout cells with a drive suffix above 1=0.1018, drt pass-1 iters=21, top cells by area=dfrtp_1, mux2_2, a21oi_1, o31ai_1, nand4_1, class of the worst hold path=register to register, grt ovf=0
[cell type report]
class	instances	area, um2
clock buffer	6	82.58
clock inverter	2	37.54
fill	590	3423
inverter	6	22.52
multi-input combinational	188	1280
sequential	53	1326
tap	77	96.34
timing repair buffer	20	190.2
[metal layers]
layer / vias to the layer above / GRT usage / wire length [um]
met3: 8 / 0.02590 / 187
met5: - / 0 / 0
met1: 955 / 0.2603 / 2575
met2: 39 / 0.2258 / 2186
met4: 0 / 0.01567 / 56
li1: 1011 / - / -
[how the worst min path moves through the flow]
stage	to	slack, ns	depth (start not counted)	from
after CTS	clk_counter[0]$_DFF_PN0_	0.46	1	clk_counter[0]$_DFF_PN0_
after global routing	clk_counter[0]$_DFF_PN0_	0.47	1	clk_counter[0]$_DFF_PN0_
final	clk_counter[0]$_DFF_PN0_	0.45	1	clk_counter[0]$_DFF_PN0_
[worst max-delay path: cells and delay by family, from the launching register on]
family / cells / cell delay (ns)
AND-OR/OR-AND: 1 / 0.16
adder cells (fa/ha/maj): 1 / 0.32
flip-flops: 1 / 0.37
AND/OR/NAND/NOR: 3 / 1.41
[sequential cells by signal, summed over array words and instances, names as in the netlist]
register	count
clk_counter	25
min_one	4
min_ten	3
o_min_one	4
o_min_ten	3
o_sec_one	4
o_sec_ten	3
sec_one	4
sec_ten	3
[Yosys cell counts, types with 2 or more instances]
cell,n
and4b_1,2
mux2_2,13
nor4_1,2
buf_4,3
buf_2,4
nand4b_1,2
xnor2_1,2
a21oi_1,22
nand3_1,10
or4_1,10
or3_1,9
nand2_1,12
ha_1,5
o31ai_1,12
nor3_1,5
mux2i_1,2
clkbuf_1,9
and4_1,6
and3b_1,3
a31oi_1,2
o21ai_0,12
nand4_1,13
and3_1,2
nor2_1,16
dfrtp_1,53
inv_1,6
nor2b_1,4
and2_1,2
nand2b_1,2
xor2_1,8
o41ai_1,2
[placed cells by master, fill, tap and decap left out, types with 3 or more instances in the layout]
cell | netlist | final
a21oi_1 | 22 | 22
and3b_1 | 3 | 3
and4_1 | 6 | 6
clkbuf_8 | 0 | 6
clkdlybuf4s50_1 | 0 | 17
dfrtp_1 | 53 | 53
ha_1 | 5 | 5
inv_1 | 6 | 6
mux2_2 | 13 | 13
nand2_1 | 12 | 12
nand3_1 | 10 | 10
nand4_1 | 13 | 13
nor2_1 | 16 | 16
nor2b_1 | 4 | 4
nor3_1 | 5 | 5
o21ai_0 | 12 | 12
o31ai_1 | 12 | 12
or3_1 | 9 | 9
or4_1 | 10 | 10
xor2_1 | 8 | 8
[power by group]
part	switching [mW]	total (mW)	internal (mW)
logic	0.0169	0.0233	0.00639
registers	0.000440	0.421	0.421
clock network	0.140	0.300	0.160
[cell families after synthesis]
kind of cell	count (synthesis)	share of synthesized area
AOI/OAI and AO/OA	52	0.1136
xor gates and xnor gates	10	0.03232
adders and majority gates	5	0.02308
buffers and inverters	23	0.03832
DFF	53	0.4894
muxes	15	0.06140
and+or+nand+nor	106	0.2419
Power is estimated from default activity; no workload was simulated.
