File: config.mk
export PLATFORM = sky130hd
export DESIGN_NAME = shell
export DESIGN_NICKNAME = shell
export VERILOG_FILES = /design/flow/design.v
export SDC_FILE = /design/flow/constraint.sdc
export NUM_CORES = 4
export LEC_CHECK = 1
export CORE_UTILIZATION = 40
File: constraint.sdc
current_design shell

set clk_period 3.7
set clk_io_pct 0.2

create_clock -name clk0 -period $clk_period [get_ports {clk}]

set non_clock_inputs [all_inputs -no_clocks]
set_input_delay [expr $clk_period * $clk_io_pct] -clock clk0 $non_clock_inputs
set_output_delay [expr $clk_period * $clk_io_pct] -clock clk0 [all_outputs]
File: design.v
module shell(
    input clk,
    input rst_n,
    input fire_1,
    input fire_2,
    input valid_give_shell_1,
    input valid_give_shell_2,
    input [4:0] vanish_1,
    input [4:0] vanish_2,
    input [1:0] game_state,
    input [1:0] direction_1_in,  
    input [1:0] direction_2_in,  
    input [5:0] tank_1_x_pos,
    input [5:0] tank_1_y_pos,
    input [5:0] tank_2_x_pos,
    input [5:0] tank_2_y_pos,
    output logic [5:0] shell_1_0_x_pos, 
    output logic [5:0] shell_1_0_y_pos, 
    output logic [5:0] shell_1_1_x_pos, 
    output logic [5:0] shell_1_1_y_pos, 
    output logic [5:0] shell_1_2_x_pos, 
    output logic [5:0] shell_1_2_y_pos, 
    output logic [5:0] shell_1_3_x_pos, 
    output logic [5:0] shell_1_3_y_pos, 
    output logic [5:0] shell_1_4_x_pos, 
    output logic [5:0] shell_1_4_y_pos, 
    output logic [5:0] shell_2_0_x_pos, 
    output logic [5:0] shell_2_0_y_pos, 
    output logic [5:0] shell_2_1_x_pos, 
    output logic [5:0] shell_2_1_y_pos, 
    output logic [5:0] shell_2_2_x_pos, 
    output logic [5:0] shell_2_2_y_pos, 
    output logic [5:0] shell_2_3_x_pos, 
    output logic [5:0] shell_2_3_y_pos, 
    output logic [5:0] shell_2_4_x_pos, 
    output logic [5:0] shell_2_4_y_pos, 
    output logic [4:0] valid_1_shell,  
    output logic [4:0] valid_2_shell  
    );
    logic [4:0] fire_1_out, fire_2_out;
    select_shell select_shell_1(.fire(fire_1), .valid_give_shell(valid_give_shell_1),
                                .valid_shell(valid_1_shell), .fire_out(fire_1_out));
    select_shell select_shell_2(.fire(fire_2), .valid_give_shell(valid_give_shell_2),
                                .valid_shell(valid_2_shell), .fire_out(fire_2_out));
    single_shell single_shell_1_0(.clk(clk), .rst_n(rst_n), .vanish(vanish_1[0]), 
                                  .fire(fire_1_out[0]), .direction_in(direction_1_in), 
                                  .tank_x_pos(tank_1_x_pos), .tank_y_pos(tank_1_y_pos),
                                  .game_state(game_state), 
                                  .shell_x_pos(shell_1_0_x_pos), .shell_y_pos(shell_1_0_y_pos), 
                                  .valid_shell(valid_1_shell[0]));
    single_shell single_shell_1_1(.clk(clk), .rst_n(rst_n), .vanish(vanish_1[1]), 
                                  .fire(fire_1_out[1]), .direction_in(direction_1_in), 
                                  .tank_x_pos(tank_1_x_pos), .tank_y_pos(tank_1_y_pos),
                                  .game_state(game_state), 
                                  .shell_x_pos(shell_1_1_x_pos), .shell_y_pos(shell_1_1_y_pos), 
                                  .valid_shell(valid_1_shell[1]));
    single_shell single_shell_1_2(.clk(clk), .rst_n(rst_n), .vanish(vanish_1[2]), 
                                  .fire(fire_1_out[2]), .direction_in(direction_1_in), 
                                  .tank_x_pos(tank_1_x_pos), .tank_y_pos(tank_1_y_pos),
                                  .game_state(game_state), 
                                  .shell_x_pos(shell_1_2_x_pos), .shell_y_pos(shell_1_2_y_pos), 
                                  .valid_shell(valid_1_shell[2]));
    single_shell single_shell_1_3(.clk(clk), .rst_n(rst_n), .vanish(vanish_1[3]), 
                                  .fire(fire_1_out[3]), .direction_in(direction_1_in), 
                                  .tank_x_pos(tank_1_x_pos), .tank_y_pos(tank_1_y_pos),
                                  .game_state(game_state), 
                                  .shell_x_pos(shell_1_3_x_pos), .shell_y_pos(shell_1_3_y_pos), 
                                  .valid_shell(valid_1_shell[3]));
    single_shell single_shell_1_4(.clk(clk), .rst_n(rst_n), .vanish(vanish_1[4]), 
                                  .fire(fire_1_out[4]), .direction_in(direction_1_in), 
                                  .tank_x_pos(tank_1_x_pos), .tank_y_pos(tank_1_y_pos),
                                  .game_state(game_state), 
                                  .shell_x_pos(shell_1_4_x_pos), .shell_y_pos(shell_1_4_y_pos), 
                                  .valid_shell(valid_1_shell[4]));
    single_shell single_shell_2_0(.clk(clk), .rst_n(rst_n), .vanish(vanish_2[0]), 
                                  .fire(fire_2_out[0]), .direction_in(direction_2_in), 
                                  .tank_x_pos(tank_2_x_pos), .tank_y_pos(tank_2_y_pos),
                                  .game_state(game_state), 
                                  .shell_x_pos(shell_2_0_x_pos), .shell_y_pos(shell_2_0_y_pos), 
                                  .valid_shell(valid_2_shell[0]));
    single_shell single_shell_2_1(.clk(clk), .rst_n(rst_n), .vanish(vanish_2[1]), 
                                  .fire(fire_2_out[1]), .direction_in(direction_2_in), 
                                  .tank_x_pos(tank_2_x_pos), .tank_y_pos(tank_2_y_pos),
                                  .game_state(game_state), 
                                  .shell_x_pos(shell_2_1_x_pos), .shell_y_pos(shell_2_1_y_pos), 
                                  .valid_shell(valid_2_shell[1]));
    single_shell single_shell_2_2(.clk(clk), .rst_n(rst_n), .vanish(vanish_2[2]), 
                                  .fire(fire_2_out[2]), .direction_in(direction_2_in), 
                                  .tank_x_pos(tank_2_x_pos), .tank_y_pos(tank_2_y_pos),
                                  .game_state(game_state), 
                                  .shell_x_pos(shell_2_2_x_pos), .shell_y_pos(shell_2_2_y_pos), 
                                  .valid_shell(valid_2_shell[2]));
    single_shell single_shell_2_3(.clk(clk), .rst_n(rst_n), .vanish(vanish_2[3]), 
                                  .fire(fire_2_out[3]), .direction_in(direction_2_in), 
                                  .tank_x_pos(tank_2_x_pos), .tank_y_pos(tank_2_y_pos),
                                  .game_state(game_state), 
                                  .shell_x_pos(shell_2_3_x_pos), .shell_y_pos(shell_2_3_y_pos), 
                                  .valid_shell(valid_2_shell[3]));
    single_shell single_shell_2_4(.clk(clk), .rst_n(rst_n), .vanish(vanish_2[4]), 
                                  .fire(fire_2_out[4]), .direction_in(direction_2_in), 
                                  .tank_x_pos(tank_2_x_pos), .tank_y_pos(tank_2_y_pos),
                                  .game_state(game_state), 
                                  .shell_x_pos(shell_2_4_x_pos), .shell_y_pos(shell_2_4_y_pos), 
                                  .valid_shell(valid_2_shell[4]));
endmodule
module select_shell(
    input fire,
    input valid_give_shell,
    input [4:0] valid_shell,
    output logic [4:0] fire_out 
    );
    assign fire_out = (fire == 0) ? 5'b00000 :
                      (valid_give_shell == 0) ? 5'b00000:
                      (valid_shell == 5'b11111) ? 5'b00001 :
                      (valid_shell == 5'b11110) ? 5'b00010 :
                      (valid_shell == 5'b11101) ? 5'b00001 :
                      (valid_shell == 5'b11100) ? 5'b00100 :
                      (valid_shell == 5'b11011) ? 5'b00001 :
                      (valid_shell == 5'b11010) ? 5'b00010 :
                      (valid_shell == 5'b11001) ? 5'b00001 :
                      (valid_shell == 5'b11000) ? 5'b01000 :
                      (valid_shell == 5'b10111) ? 5'b00001 :
                      (valid_shell == 5'b10110) ? 5'b00010 :
                      (valid_shell == 5'b10101) ? 5'b00001 :
                      (valid_shell == 5'b10100) ? 5'b00100 :
                      (valid_shell == 5'b10011) ? 5'b00001 :
                      (valid_shell == 5'b10010) ? 5'b00010 :
                      (valid_shell == 5'b10001) ? 5'b00001 :
                      (valid_shell == 5'b10000) ? 5'b10000 :
                      (valid_shell == 5'b01111) ? 5'b00001 :
                      (valid_shell == 5'b01110) ? 5'b00010 :
                      (valid_shell == 5'b01101) ? 5'b00001 :
                      (valid_shell == 5'b01100) ? 5'b00100 :
                      (valid_shell == 5'b01011) ? 5'b00001 :
                      (valid_shell == 5'b01010) ? 5'b00010 :
                      (valid_shell == 5'b01001) ? 5'b00001 :
                      (valid_shell == 5'b01000) ? 5'b01000 :
                      (valid_shell == 5'b00111) ? 5'b00001 :
                      (valid_shell == 5'b00110) ? 5'b00010 :
                      (valid_shell == 5'b00101) ? 5'b00001 :
                      (valid_shell == 5'b00100) ? 5'b00100 :
                      (valid_shell == 5'b00011) ? 5'b00001 :
                      (valid_shell == 5'b00010) ? 5'b00010 :
                      (valid_shell == 5'b00001) ? 5'b00001 :
                      (valid_shell == 5'b00000) ? 5'b00000 : 5'b00000;  
endmodule
module single_shell(
    input clk,
    input rst_n,
    input vanish,
    input fire,
    input [1:0] direction_in,  
    input [5:0] tank_x_pos,
    input [5:0] tank_y_pos,
    input [1:0] game_state,
    output logic [5:0] shell_x_pos, 
    output logic [5:0] shell_y_pos, 
    output logic valid_shell  
);
    reg [19:0] count;
    reg [19:0] count_n;
    reg state, state_n;
    reg [5:0] shell_x_pos_n, shell_y_pos_n;
    reg [2:0] record_direction, record_direction_n;
    localparam IDLE = 0;
    localparam SHOOT = 1;
    localparam UP = 0;
    localparam DOWN = 1;
    localparam LEFT = 2;
    localparam RIGHT = 3;
    localparam STAND = 4;
    always_comb begin
        case(state) 
            IDLE: begin
                count_n = 0;
                shell_x_pos_n = tank_x_pos; 
                shell_y_pos_n = tank_y_pos; 
                state_n = state;
                valid_shell = 1;
                record_direction_n = STAND;
                if (fire) begin
                    state_n = SHOOT;
                    valid_shell = 1; 
                    record_direction_n = direction_in;
                end
            end
            SHOOT: begin
                count_n = count + 1;
                shell_x_pos_n = shell_x_pos;
                shell_y_pos_n = shell_y_pos;
                state_n = SHOOT;
                valid_shell = 0;
                record_direction_n = record_direction;
                if (count == 20'd400000) begin
                    count_n = 0;
                    if (record_direction == UP) begin
                        shell_y_pos_n = shell_y_pos - 1;
                    end
                    else if (record_direction == DOWN) begin
                        shell_y_pos_n = shell_y_pos + 1;
                    end
                    else if (record_direction == LEFT) begin
                        shell_x_pos_n = shell_x_pos - 1;
                    end
                    else if (record_direction == RIGHT) begin
                        shell_x_pos_n = shell_x_pos + 1;
                    end
                end
                if (vanish) begin
                    count_n = 0;
                    valid_shell = 1;
                    state_n = IDLE;
                end
            end
        endcase  
        if(game_state == 2'b10) begin
        valid_shell = 1;
        state_n = IDLE;
        count_n = 0;
        shell_x_pos_n = tank_x_pos;
        shell_y_pos_n = tank_y_pos;
      end
    end
    always_ff @(posedge clk) begin
        if (~rst_n) begin
            state <= IDLE;
            count <= 0;
            shell_x_pos <= tank_x_pos;
            shell_y_pos <= tank_y_pos;
            record_direction <= STAND;
        end
        else begin
            state <= state_n;
            count <= count_n;
            shell_x_pos <= shell_x_pos_n;
            shell_y_pos <= shell_y_pos_n;
            record_direction <= record_direction_n;
        end
    end
endmodule  
File: run.sh
#!/bin/bash
# OpenROAD 26Q1-2900-gdf79404cd8, Yosys 0.63+post, stock flow scripts
make -C /OpenROAD-flow-scripts/flow DESIGN_CONFIG=/design/flow/config.mk WORK_HOME=/design/flow/orfs finish
==> results.py <==
# Auto-generated metrics
metrics = {
    "run_status": {
        "status": "finished clean",
    },
    "detailed_routing": {
        "drc": 0,
        "wl_mm": 50.2,
        "drt_iter0_drc": 966,
        "first_pass_iters": 5,
        "antenna_left": 0,
        "vias": 16600,
        "drt-wirelength-per-cell_um": 16.1,
        "vias_per_cell": 5.32,
    },
    "min_path": {
        "whs_path_depth": 2,
        "hold_start": "single_shell_2_4.count[19]",
        "holdPathEnd": "single_shell_2_4.count[19]",
        "hold_class": "reg -> reg",
    },
    "yosys": {
        "ys_cells": 2236,
        "yosysUniqueCellTypes": 58,
        "most_common_cell": "dfxtp_1",
        "syn_area_sq_um": 20100,
        "synth-edff-count": 120,
        "top_cells_by_area": "dfxtp_1 (24%), edfxtp_1 (18%), ha_1 (6.2%)",
        "seq_area_frac_synth_pct": 41.9,
        "async_reset_ff_share_pct": 0,
        "syn_inst": 2236,
        "yosys_warnings": 1,
        "synth_top_area_share_pct": 23.9,
        "ff_type": "dfxtp_1",
        "synthTopCellsByCount": "dfxtp_1 (240), nand2_1 (221), o21ai_0 (184)",
        "largest_area_cell": "dfxtp_1",
        "ys_chip_area_sq_um": 20100,
        "synth-seq-cells": 360,
        "synth.avg_cell_area_sq_um": 8.98,
    },
    "clock_tree": {
        "tritoncts": "built",
        "cts_sinks": 360,
        "htreeDepth": 2,
        "cts_resized": 0,
        "insertion_delay_ns": 0.55,
        "hold_buffers": 0,
        "post-cts-setup-buffers": 0,
        "path_clk_slew_ns": 0.06,
        "cts_buffer_depth": 3,
        "cts_buffers": 41,
        "cts-root-buf": "clkbuf_16",
    },
    "cells_and_area": {
        "area_growth_pct": 19.4,
        "finalNonFillerCells": 3118,
        "final_layout_size_suffix_gt1_share_pct": 5.67,
        "fill_cells": 4467,
    },
    "final_timing": {
        "fin_crit_ns": 3.28,
        "period_used_pct": 88.8,
        "fmax_mhz": 304,
        "setup_viol": 0,
        "hold_viol": 0,
        "rsz0062_at_grt": "false",
        "tns_ns": 0,
        "drv_slew": 0,
        "skew_ns": 0.0185,
        "slew_headroom_pct": 31.0,
        "setup_ws_ns": 0.415,
        "tightest_slew_ns": 1.02,
    },
    "critical_path": {
        "cp.required_ns": 2.96,
        "cp_slowest_stage_delay_ns": 0.51,
        "cp_max_fo": 2,
        "cpMaxStageDelayCell": "clkdlybuf4s50_1",
        "endpoint_kind": "output pin",
        "path_depth": 5,
        "crit_top_cell": "clkdlybuf4s50_1",
        "worstSetupStartpointType": "primary input",
        "cp_cell_sequence": "clkdlybuf4s50_1 -> nor2b_1 -> nor2_1 -> inv_1 -> clkdlybuf4s50_1",
        "r2r_start": "single_shell_2_4.count[0]",
        "rrSetupSlack_ns": 0.88,
        "reg2reg_depth": 6,
        "path_buffers": 3,
        "cp_top_family": "buffers and inverters",
        "r2r_end": "single_shell_2_4.shell_x_pos[0]",
        "path_class": "in -> out",
        "crit_arrival_ns": 2.54,
    },
    "placement": {
        "hpwl_mm": 36.0,
        "dp_slack_ns": 0.516,
        "dp.cells": 3043,
        "place_congestion": 0.930,
        "port_buffers": 175,
    },
    "power": {
        "p_seq_share_pct": 47.9,
        "combinationalPowerShare_pct": 6.8,
        "p_leak_nw": 8.34,
        "swShare_pct": 22.8,
        "power_density_nw_per_um2": 370,
        "clkPwrFrac_pct": 45.3,
        "p_sw_w": 0.00202,
        "vdd_ir_drop_max_v": 0.000352,
        "intPower_w": 0.00684,
    },
    "global_routing": {
        "grt_pass1_wl_mm": 81.4,
        "grt_use_total_pct": 20.7,
        "grt_max_degree": 26,
        "overflow": 0,
        "grt_antenna_before_repair": 3,
        "first_global_vias": 15600,
    },
    "floorplanning": {
        "core_sq_um": 49300,
        "io_pins": 176,
        "dieArea_sq_um": 51100,
        "fp.dieH_um": 226,
        "row_count": 81,
        "die_x_um": 226,
        "floorplan.core_util_pct": 40.8,
    },
    "job": {
        "warnings": 35,
        "maxCapViolations": 0,
    },
}
[layout make-up]
cell class,count,area (sq um),area share [%]
antenna,2,5.00,0.0209
sequential,360,8410,35.1
clock inverter,16,116,0.486
timing repair buffer,215,2050,8.56
tap,664,831,3.47
inverter,152,571,2.38
multi-input combinational,1652,10800,45.0
clock buffer,57,1210,5.04
[worst reg2reg max path, cell delays in order (launching register included)]
cell and delay, ns:
dfxtp_1 0.35, inv_1 0.07, ha_1 0.14, or3b_2 0.43
or4_1 0.56, or3_1 0.38, o21ai_1 0.51
[registers in the layout, indices dropped and copies added, names as in the netlist, 20 cells and up]
register                flops
single_shell_1_0.count     20
single_shell_1_1.count     20
single_shell_1_2.count     20
single_shell_1_3.count     20
single_shell_1_4.count     20
single_shell_2_0.count     20
single_shell_2_1.count     20
single_shell_2_2.count     20
single_shell_2_3.count     20
single_shell_2_4.count     20
[worst max path at each step]
stage                    startpoint  slack, ns                to
final                 game_state[1]       0.42  valid_2_shell[1]
after global routing  game_state[1]       0.31  valid_2_shell[1]
after CTS             game_state[1]       0.50  valid_2_shell[1]
[layer usage]
layer | GRT usage, % | vias up | part of all wire (%)
met5 | 0 | - | 0.014
met4 | 4.36 | 2 | 2.3
met3 | 6.67 | 67 | 8.5
met2 | 30.0 | 413 | 42
met1 | 31.2 | 7674 | 47
li1 | - | 8438 | -
[through the flow]
stage                     area, sq um  hold slack, ns  power [W]  utilization [%]
after detailed placement        22600           0.468    0.00493             46.0
after global routing            24000           0.508    0.00923             48.7
final                           24000           0.478    0.00887             48.7
after CTS                       24000           0.480    0.00899             48.6
after global placement          22600           0.441    0.00493             46.0
after floorplan                 20100           0.430    0.00458                -
[placed cells by master, fill, tap and decap left out, types with 44 or more instances in the layout]
cell type,netlist,routed
ha_1,100,100
nor2_1,155,155
a21oi_1,105,105
inv_1,152,152
xnor2_1,105,105
nand3_1,81,81
o31ai_1,44,44
nand4_1,46,46
nor3_1,62,62
edfxtp_1,120,120
or3_1,51,51
dfxtp_1,240,240
o21ai_0,184,181
nand2_1,221,221
clkdlybuf4s50_1,0,175
xor2_1,83,83
[logic make-up (layout without fill, tap and decap cells)]
kind of cell,count (synthesis),count (layout),share of synthesized area (%)
other cells,0,2,0
simple gates,874,874,22.8
compound gates,468,468,14.3
flops,360,360,41.9
xor+xnor,188,188,8.20
buf+inv,224,440,4.50
mux,2,2,0.0997
fa+ha+maj,120,120,8.23
[power groups by stage]
stage / Sequential [W] / Combinational [W] / Clock (W)
after CTS: 0.00425 / 0.000608 / 0.00413
after global routing: 0.00426 / 0.000678 / 0.00430
final: 0.00425 / 0.000604 / 0.00401
Power and IR drop assume default switching activity.
